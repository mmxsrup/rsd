File: design/flow/design.v
package BasicTypes;
localparam TRUE  = 1'b1;
localparam FALSE = 1'b0;
localparam OP_SERIAL_WIDTH = 10;
typedef logic [OP_SERIAL_WIDTH-1:0] OpSerial;
localparam BYTE_WIDTH = 8;  
typedef logic [ BYTE_WIDTH-1:0 ] BytePath;
localparam INSN_WIDTH = 32;
typedef logic [INSN_WIDTH-1:0] InsnPath;
localparam INSN_BYTE_WIDTH = INSN_WIDTH / BYTE_WIDTH;
localparam INSN_ADDR_BIT_WIDTH = $clog2(INSN_BYTE_WIDTH);
localparam ADDR_WIDTH = 32;
localparam ADDR_WIDTH_BIT_SIZE = $clog2(ADDR_WIDTH);
localparam ADDR_BYTE_WIDTH = ADDR_WIDTH / BYTE_WIDTH;
typedef logic [ADDR_WIDTH-1:0] AddrPath;
localparam DATA_WIDTH = 32;
localparam DATA_BYTE_WIDTH = DATA_WIDTH / BYTE_WIDTH;
localparam DATA_BYTE_WIDTH_BIT_SIZE = $clog2(DATA_BYTE_WIDTH);
typedef logic [DATA_WIDTH-1:0] DataPath;
typedef logic signed [DATA_WIDTH-1:0] SignedDataPath;
localparam DATA_MASK = 32'hffffffff;
localparam DATA_ZERO = 32'h00000000;
localparam VEC_WIDTH = 128;
localparam VEC_WORD_WIDTH = VEC_WIDTH / DATA_WIDTH;
localparam VEC_BYTE_WIDTH = VEC_WIDTH / BYTE_WIDTH;
localparam VEC_BYTE_WIDTH_BIT_SIZE = $clog2(VEC_BYTE_WIDTH);
localparam VEC_ADDR_MASK = 32'hfffffff0;  
typedef logic [VEC_WIDTH-1:0] VectorPath;
localparam LSCALAR_NUM = 32;
localparam LSCALAR_NUM_BIT_WIDTH = $clog2( LSCALAR_NUM );
typedef logic [LSCALAR_NUM_BIT_WIDTH-1:0] LScalarRegNumPath;
localparam PSCALAR_NUM = 64;
localparam PSCALAR_NUM_BIT_WIDTH = $clog2( PSCALAR_NUM );
typedef logic [PSCALAR_NUM_BIT_WIDTH-1:0] PScalarRegNumPath;
localparam LVECTOR_NUM = 16;
localparam LVECTOR_NUM_BIT_WIDTH = $clog2( LVECTOR_NUM );
typedef logic [LVECTOR_NUM_BIT_WIDTH-1:0] LVectorRegNumPath;
localparam PVECTOR_NUM = 32;
localparam PVECTOR_NUM_BIT_WIDTH = $clog2( PVECTOR_NUM );
typedef logic [PVECTOR_NUM_BIT_WIDTH-1:0] PVectorRegNumPath;
localparam LREG_NUM = 32;
localparam LREG_NUM_BIT_WIDTH = $clog2( LREG_NUM );
typedef struct packed {  
    logic [ LREG_NUM_BIT_WIDTH-1:0 ] regNum;
} LRegNumPath;
localparam PREG_NUM = PSCALAR_NUM;
localparam PREG_NUM_BIT_WIDTH = $clog2( PREG_NUM );
typedef struct packed {  
    logic [ PREG_NUM_BIT_WIDTH-1:0 ] regNum;
} PRegNumPath;
localparam FETCH_WIDTH = 2;
localparam FETCH_WIDTH_BIT_SIZE = $clog2( FETCH_WIDTH );  
typedef logic [ FETCH_WIDTH_BIT_SIZE-1:0 ] FetchLaneIndexPath;
localparam DECODE_WIDTH = FETCH_WIDTH;
localparam DECODE_WIDTH_BIT_SIZE = FETCH_WIDTH_BIT_SIZE;  
typedef logic [ DECODE_WIDTH_BIT_SIZE-1:0 ] DecodeLaneIndexPath;
localparam RENAME_WIDTH = FETCH_WIDTH;
localparam RENAME_WIDTH_BIT_SIZE = FETCH_WIDTH_BIT_SIZE;  
typedef logic [ RENAME_WIDTH_BIT_SIZE-1:0 ] RenameLaneIndexPath;
typedef logic unsigned [ $clog2(RENAME_WIDTH):0 ] RenameLaneCountPath;
localparam DISPATCH_WIDTH = FETCH_WIDTH;
localparam DISPATCH_WIDTH_BIT_SIZE = FETCH_WIDTH_BIT_SIZE;  
typedef logic [ DISPATCH_WIDTH_BIT_SIZE-1:0 ] DispatchLaneIndexPath;
    localparam INT_ISSUE_WIDTH = 2;
localparam INT_ISSUE_WIDTH_BIT_SIZE = 1;  
typedef logic [ INT_ISSUE_WIDTH_BIT_SIZE-1:0 ] IntIssueLaneIndexPath;
typedef logic unsigned [ $clog2(INT_ISSUE_WIDTH):0 ] IntIssueLaneCountPath;
localparam MULDIV_ISSUE_WIDTH = 1;
localparam MULDIV_STAGE_DEPTH = 3;
localparam COMPLEX_ISSUE_WIDTH = 1;
localparam COMPLEX_ISSUE_WIDTH_BIT_SIZE = 1;  
typedef logic [ COMPLEX_ISSUE_WIDTH_BIT_SIZE-1:0 ] ComplexIssueLaneIndexPath;
typedef logic unsigned [ $clog2(COMPLEX_ISSUE_WIDTH):0 ] ComplexIssueLaneCountPath;
    localparam LOAD_ISSUE_WIDTH = 1;
    localparam STORE_ISSUE_WIDTH = 1;
    localparam MEM_ISSUE_WIDTH = 2;
    localparam STORE_ISSUE_LANE_BEGIN = LOAD_ISSUE_WIDTH;     
localparam MEM_ISSUE_WIDTH_BIT_SIZE = 1;  
typedef logic [ MEM_ISSUE_WIDTH_BIT_SIZE-1:0 ] MemIssueLaneIndexPath;
typedef logic unsigned [ $clog2(MEM_ISSUE_WIDTH):0 ] MemIssueLaneCountPath;
localparam ISSUE_WIDTH = INT_ISSUE_WIDTH + COMPLEX_ISSUE_WIDTH + MEM_ISSUE_WIDTH;
localparam ISSUE_WIDTH_BIT_SIZE = $clog2(ISSUE_WIDTH);  
typedef logic [ ISSUE_WIDTH_BIT_SIZE-1:0 ] IssueLaneIndexPath;
typedef logic unsigned [ ISSUE_WIDTH_BIT_SIZE:0 ] IssueLaneCountPath;
localparam COMMIT_WIDTH = 2;      
localparam COMMIT_WIDTH_BIT_SIZE = $clog2(COMMIT_WIDTH);  
typedef logic [ COMMIT_WIDTH_BIT_SIZE-1:0 ] CommitLaneIndexPath;
typedef logic unsigned [ COMMIT_WIDTH_BIT_SIZE:0 ] CommitLaneCountPath;
localparam COMPLEX_EXEC_STAGE_DEPTH = 3;
typedef struct packed  
{
    PRegNumPath phySrcRegNumA;
    PRegNumPath phySrcRegNumB;
} OpSrc;
typedef struct packed  
{
    logic writeReg;
    PRegNumPath phyDstRegNum;
} OpDst;
localparam PREG_DATA_WIDTH = DATA_WIDTH + 1;  
typedef struct packed 
{
    logic valid;
    DataPath data;
} PRegDataPath;
localparam PVEC_DATA_WIDTH = VEC_WIDTH + 1;  
typedef struct packed
{
    logic valid;
    VectorPath data;
} PVecDataPath;
localparam SHIFTER_WIDTH = 12;
localparam RISCV_SHIFTER_WIDTH = 30;
typedef logic [ RISCV_SHIFTER_WIDTH-1:0 ] ShifterPath;
localparam SHIFT_AMOUNT_BIT_SIZE = 5;
typedef logic [SHIFT_AMOUNT_BIT_SIZE-1:0] ShiftAmountPath;
endpackage
module Multiplier #(
    parameter BIT_WIDTH = 32
)(
    input  logic signed [   BIT_WIDTH-1:0 ] srcA,
    input  logic signed [   BIT_WIDTH-1:0 ] srcB,
    output logic signed [ 2*BIT_WIDTH-1: 0] dst
);
    assign dst = srcA * srcB;    
endmodule : Multiplier
module SignExtender #( 
    parameter BIT_WIDTH = 32
)(
    input  logic [   BIT_WIDTH-1:0 ] in, 
    input  logic sign,
    output logic [   BIT_WIDTH:0 ] out
);
    always_comb begin
        if (sign) begin
            out = {in[BIT_WIDTH-1], in};
        end
        else begin
            out = {1'b0, in};
        end
    end    
endmodule : SignExtender
module PipelinedMultiplier #(
    parameter BIT_WIDTH = 32,
    parameter PIPELINE_DEPTH = 3
)(
    input  logic clk, stall,
    input  logic [   BIT_WIDTH-1:0 ] srcA,
    input  logic [   BIT_WIDTH-1:0 ] srcB,
    input  logic signA,
    input  logic signB,
    output logic [ 2*BIT_WIDTH-1:0 ] dst
);
    localparam RESULT_PIPELINE_DEPTH = PIPELINE_DEPTH - 2;
    logic signed [ 2*BIT_WIDTH+1:0 ] pipeReg [RESULT_PIPELINE_DEPTH];  
    logic signed [ 2*BIT_WIDTH+1:0 ] mulResult;
    logic signed [ BIT_WIDTH:0 ] exSrcA;
    logic signed [ BIT_WIDTH:0 ] exSrcB;
    logic signed [ BIT_WIDTH:0 ] exSrcA_Reg;
    logic signed [ BIT_WIDTH:0 ] exSrcB_Reg;
    SignExtender #( 
        .BIT_WIDTH(BIT_WIDTH) 
    ) signExtenderA (
        .in(srcA),
        .sign(signA),
        .out(exSrcA)
    );
    SignExtender #( 
        .BIT_WIDTH(BIT_WIDTH) 
    ) signExtenderB (
        .in(srcB),
        .sign(signB),
        .out(exSrcB)
    );
    generate 
        if (!(PIPELINE_DEPTH > 2)) begin 
            RSD_STATIC_ASSERT_FAILED non_existing_module(); 
        end 
    endgenerate;
    always_comb begin
        (* use_dsp48 = "yes" *)
        mulResult = exSrcA_Reg * exSrcB_Reg;    
        dst = pipeReg[RESULT_PIPELINE_DEPTH-1][2*BIT_WIDTH-1:0];
    end
    always_ff @(posedge clk) begin
        if (stall) begin
            exSrcA_Reg <= exSrcA_Reg;
            exSrcB_Reg <= exSrcB_Reg;
            for ( int i = 0; i < RESULT_PIPELINE_DEPTH; i++) begin
                pipeReg[i] <= pipeReg[i];
            end
        end
        else begin
            exSrcA_Reg <= exSrcA;
            exSrcB_Reg <= exSrcB;
            pipeReg[0] <= mulResult;
            for ( int i = 1; i < RESULT_PIPELINE_DEPTH; i++) begin
                pipeReg[i] <= pipeReg[i-1];
            end
        end
    end
    initial begin
        for ( int i = 0; i < PIPELINE_DEPTH-1; i++)
            pipeReg[i] <= '0;
    end
endmodule : PipelinedMultiplier
File: design/flow/run.sh
#!/bin/bash
# OpenROAD 26Q1-2900-gdf79404cd8, Yosys 0.63+post, stock flow scripts
make -C /OpenROAD-flow-scripts/flow DESIGN_CONFIG=/design/flow/config.mk WORK_HOME=/design/flow/orfs finish
File: design/flow/config.mk
export PLATFORM = sky130hd
export DESIGN_NAME = PipelinedMultiplier
export DESIGN_NICKNAME = PipelinedMultiplier
export VERILOG_FILES = /design/flow/design.v
export SDC_FILE = /design/flow/constraint.sdc
export NUM_CORES = 4
export LEC_CHECK = 1
export CORE_UTILIZATION = 30
File: design/flow/constraint.sdc
current_design PipelinedMultiplier

set clk_period 18.6
set clk_io_pct 0.2

create_clock -name clk0 -period $clk_period [get_ports {clk}]

set non_clock_inputs [all_inputs -no_clocks]
set_input_delay [expr $clk_period * $clk_io_pct] -clock clk0 $non_clock_inputs
set_output_delay [expr $clk_period * $clk_io_pct] -clock clk0 [all_outputs]
==> flow_summary.toml <==
# yosys + openroad results
[timing]
drv_slew = 0
clock.fmax_mhz = 111
fin_tns_setup_ns = 0
finalCriticalPeriod_ns = 9.04
worst_pin_slew_ns = 0.646
rsz0062_at_grt = "no"
finalCritPeriodShare = 0.486
clock_skew_ns = 0.0116
final-hold-violation-count = 0
slew_headroom = 0.570
hold_slack_ns = 1.03
finalSetupViolCount = 0

[cts]
cts_setup_buffers = 0
holdBufCountCts = 0
cts_resized = 0
clock-root-buffer = "clkbuf_16"
clkLatencyLatePin_ns = 0.53
cts_sinks = 130
numCtsBuffers = 17
clockBufferDepth = 2
cts_tree = "done"
clk_pin_slew_worst_paths_ns = 0.07
h-tree-depth = 4

[synthesis]
yosys.cell_types.count = 59
ys_ff = 130
synth_cells = 4233
syn_avg_cell_area_sq_um = 9.93
synth-edff-count = 130
ys_warn_count = 3
netlist_area_sq_mm = 0.0420
yosys_cells = 4233
yosys_area_sq_mm = 0.0420
ys_seq_frac = 0.0929
synth-main-ff-cell = "edfxtp_1"
ys_async_sr_fraction = 0

[cells_and_area]
layout.cells.most_common = "fa_1"
drive_gt1_frac = 0.0296
fillers = 14100
layout_top_cells = "1,125 x fa_1, 1,076 x inv_1, 555 x and2_1, 553 x nand2_1, 212 x ha_1"
combGateArea_sq_mm = 0.0333
register_area_sq_mm = 0.00390
areaGrowthSynthToFinish_pct = 9.50

[flow_run]
max_cap_viol_count = 0
warning_count = 25

[global_routing]
antenna_found_initial = 3
first_global_vias = 30300
grt_pass1_wl_um = 176000
gr-total-overflow = 0
grt_max_degree = 49
grt_usage = 0.173

[route]
route.detailed.drc = 0
vias = 27600
ant_nets = 0
routed_wl_um = 110000
wire_per_inst_um = 18.0
vias_per_cell = 4.51
drt_iter0_drc = 1056
dr.pass1.iters = 5

[floorplanning]
die_height_um = 376
chipArea_sq_mm = 0.142
initCoreUtil = 0.304
core_sq_mm = 0.138
ioPinCount = 132
fp.dieW_um = 376
row_count = 136

[setup_path]
worst-path-max-fanout = 32
critPathCaptureType = "flip-flop"
startpoint_type = "flip-flop"
cp_data_required_time_ns = 18.89
arrival_ns = 9.32
worst-r2r-cell-count = 25
worstSetupPathType = "flip-flop to flip-flop"

[outcome]
status = "completed"

[min_path]
hold_class = "flip-flop to flip-flop"
worstHoldPathCells = 2

[placement]
gp_congestion = 0.909
port_buffers = 131
dp_hpwl_um = 87800
## area by class of cell
cell class,count,area share
multi-input cells,2814,0.723
inverters,1077,0.0880
flip-flops and latches,130,0.0848
well taps,1863,0.0507
repair buffers,204,0.0404
clock buffers,17,0.00925
clock inverters,15,0.00378
diodes,1,0.0000544
## stage by stage
stage | util | instance area, sq um | worst slack [ns] | instances
6_report | 0.333 | 46000 | 9.56 | 6121
5_1_grt | 0.333 | 46000 | 9.02 | 6120
4_1_cts | 0.333 | 46000 | 9.57 | 6120
3_5_place_dp | 0.329 | 45400 | 9.62 | 6088
3_3_place_gp | 0.329 | 45400 | 9.68 | 6088
2_1_floorplan | - | 42000 | 10.47 | 4233
## synth_stat cells (all sizes together), types with 2 or more instances
cell type	n	area share
a211o	2	0.00042
a211oi	5	0.00089
a21boi	3	0.00054
a21o	20	0.0036
a21oi	66	0.0081
a221o	3	0.00071
a31o	2	0.00042
a31oi	6	0.0010
and2	555	0.083
and3	12	0.0018
buf	4	0.00063
clkbuf	208	0.019
edfxtp	130	0.093
fa	1125	0.54
ha	212	0.063
inv	1077	0.096
nand2	554	0.050
nand2b	11	0.0016
nand3	9	0.0011
nand4	10	0.0015
nor2	16	0.0014
nor2b	30	0.0045
nor3	6	0.00071
o2111ai	2	0.00042
o211ai	7	0.0015
o21a	6	0.0011
o21ai	37	0.0044
o21bai	8	0.0015
o31ai	4	0.0012
o32ai	2	0.00077
or2	3	0.00045
or3	5	0.00074
xnor2	54	0.011
xor2	25	0.0052
## path summary, 6_finish.rpt
| check | slack, ns | start | end |
|---|---|---|---|
| worst min-delay path | 1.03 | exSrcB_Reg[0] | pipeReg[0][0] |
| worst max-delay path | 9.56 | exSrcA_Reg[32] | pipeReg[0][61] |
| worst max register to register | 9.56 | exSrcA_Reg[32] | pipeReg[0][61] |
| worst min register to register | 1.03 | exSrcB_Reg[0] | pipeReg[0][0] |
## state kept, by name, summed over array words and instances, names as in the netlist
signal,flops
exSrcA_Reg,33
exSrcB_Reg,33
pipeReg,64
## worst max-delay path: stages (launching register included)
cell and delay [ns]:
edfxtp_1 0.32, buf_4 0.33, nand2_1 0.15, inv_1 0.15
fa_1 0.49, fa_1 0.57, fa_1 0.88, inv_1 0.22
fa_1 0.84, inv_1 0.37, fa_1 0.55, fa_1 0.51
fa_1 0.49, inv_1 0.05, fa_1 0.47, inv_1 0.04
ha_1 0.42, and3_1 0.27, and2_1 0.21, and3_1 0.18
nand3_1 0.09, or3_1 0.36, o21ai_1 0.36, a221oi_2 0.11
and2b_1 0.20, xnor2_1 0.11
## routing by layer
metal | up-vias | track usage | routed length, um
met1 | 14400 | 0.219 | 40600
met4 | 4 | 0.0444 | 3580
met5 | - | 0 | 23
li1 | 12100 | - | -
met3 | 159 | 0.0551 | 8200
met2 | 888 | 0.293 | 57600
## cell families (layout without fill, tap and decap cells)
family	Yosys count	after routing	synth area share
XOR/XNOR	79	79	0.0165
AND-OR/OR-AND	183	183	0.0290
AND/OR/NAND/NOR	1215	1215	0.147
flip-flops	130	130	0.0929
adder cells (fa/ha/maj)	1337	1337	0.599
buffers and inverters	1289	1313	0.115
other	0	1	0
