### config.mk
export PLATFORM = sky130hd
export DESIGN_NAME = FlipFlopWE
export DESIGN_NICKNAME = FlipFlopWE
export VERILOG_FILES = /design/flow/design.v
export SDC_FILE = /design/flow/constraint.sdc
export NUM_CORES = 4
export LEC_CHECK = 1
export CORE_AREA = 10 10 101 101
export DIE_AREA = 0 0 111 111
### constraint.sdc
current_design FlipFlopWE

set clk_period 1.0
set clk_io_pct 0.2

create_clock -name clk0 -period $clk_period [get_ports {clk}]

set non_clock_inputs [all_inputs -no_clocks]
set_input_delay [expr $clk_period * $clk_io_pct] -clock clk0 $non_clock_inputs
set_output_delay [expr $clk_period * $clk_io_pct] -clock clk0 [all_outputs]
### design.v
package BasicTypes;
localparam TRUE  = 1'b1;
localparam FALSE = 1'b0;
localparam OP_SERIAL_WIDTH = 10;
typedef logic [OP_SERIAL_WIDTH-1:0] OpSerial;
localparam BYTE_WIDTH = 8;  
typedef logic [ BYTE_WIDTH-1:0 ] BytePath;
localparam INSN_WIDTH = 32;
typedef logic [INSN_WIDTH-1:0] InsnPath;
localparam INSN_BYTE_WIDTH = INSN_WIDTH / BYTE_WIDTH;
localparam INSN_ADDR_BIT_WIDTH = $clog2(INSN_BYTE_WIDTH);
localparam ADDR_WIDTH = 32;
localparam ADDR_WIDTH_BIT_SIZE = $clog2(ADDR_WIDTH);
localparam ADDR_BYTE_WIDTH = ADDR_WIDTH / BYTE_WIDTH;
typedef logic [ADDR_WIDTH-1:0] AddrPath;
localparam DATA_WIDTH = 32;
localparam DATA_BYTE_WIDTH = DATA_WIDTH / BYTE_WIDTH;
localparam DATA_BYTE_WIDTH_BIT_SIZE = $clog2(DATA_BYTE_WIDTH);
typedef logic [DATA_WIDTH-1:0] DataPath;
typedef logic signed [DATA_WIDTH-1:0] SignedDataPath;
localparam DATA_MASK = 32'hffffffff;
localparam DATA_ZERO = 32'h00000000;
localparam VEC_WIDTH = 128;
localparam VEC_WORD_WIDTH = VEC_WIDTH / DATA_WIDTH;
localparam VEC_BYTE_WIDTH = VEC_WIDTH / BYTE_WIDTH;
localparam VEC_BYTE_WIDTH_BIT_SIZE = $clog2(VEC_BYTE_WIDTH);
localparam VEC_ADDR_MASK = 32'hfffffff0;  
typedef logic [VEC_WIDTH-1:0] VectorPath;
localparam LSCALAR_NUM = 32;
localparam LSCALAR_NUM_BIT_WIDTH = $clog2( LSCALAR_NUM );
typedef logic [LSCALAR_NUM_BIT_WIDTH-1:0] LScalarRegNumPath;
localparam PSCALAR_NUM = 64;
localparam PSCALAR_NUM_BIT_WIDTH = $clog2( PSCALAR_NUM );
typedef logic [PSCALAR_NUM_BIT_WIDTH-1:0] PScalarRegNumPath;
localparam LVECTOR_NUM = 16;
localparam LVECTOR_NUM_BIT_WIDTH = $clog2( LVECTOR_NUM );
typedef logic [LVECTOR_NUM_BIT_WIDTH-1:0] LVectorRegNumPath;
localparam PVECTOR_NUM = 32;
localparam PVECTOR_NUM_BIT_WIDTH = $clog2( PVECTOR_NUM );
typedef logic [PVECTOR_NUM_BIT_WIDTH-1:0] PVectorRegNumPath;
localparam LREG_NUM = 32;
localparam LREG_NUM_BIT_WIDTH = $clog2( LREG_NUM );
typedef struct packed {  
    logic [ LREG_NUM_BIT_WIDTH-1:0 ] regNum;
} LRegNumPath;
localparam PREG_NUM = PSCALAR_NUM;
localparam PREG_NUM_BIT_WIDTH = $clog2( PREG_NUM );
typedef struct packed {  
    logic [ PREG_NUM_BIT_WIDTH-1:0 ] regNum;
} PRegNumPath;
localparam FETCH_WIDTH = 2;
localparam FETCH_WIDTH_BIT_SIZE = $clog2( FETCH_WIDTH );  
typedef logic [ FETCH_WIDTH_BIT_SIZE-1:0 ] FetchLaneIndexPath;
localparam DECODE_WIDTH = FETCH_WIDTH;
localparam DECODE_WIDTH_BIT_SIZE = FETCH_WIDTH_BIT_SIZE;  
typedef logic [ DECODE_WIDTH_BIT_SIZE-1:0 ] DecodeLaneIndexPath;
localparam RENAME_WIDTH = FETCH_WIDTH;
localparam RENAME_WIDTH_BIT_SIZE = FETCH_WIDTH_BIT_SIZE;  
typedef logic [ RENAME_WIDTH_BIT_SIZE-1:0 ] RenameLaneIndexPath;
typedef logic unsigned [ $clog2(RENAME_WIDTH):0 ] RenameLaneCountPath;
localparam DISPATCH_WIDTH = FETCH_WIDTH;
localparam DISPATCH_WIDTH_BIT_SIZE = FETCH_WIDTH_BIT_SIZE;  
typedef logic [ DISPATCH_WIDTH_BIT_SIZE-1:0 ] DispatchLaneIndexPath;
    localparam INT_ISSUE_WIDTH = 2;
localparam INT_ISSUE_WIDTH_BIT_SIZE = 1;  
typedef logic [ INT_ISSUE_WIDTH_BIT_SIZE-1:0 ] IntIssueLaneIndexPath;
typedef logic unsigned [ $clog2(INT_ISSUE_WIDTH):0 ] IntIssueLaneCountPath;
localparam MULDIV_ISSUE_WIDTH = 1;
localparam MULDIV_STAGE_DEPTH = 3;
localparam COMPLEX_ISSUE_WIDTH = 1;
localparam COMPLEX_ISSUE_WIDTH_BIT_SIZE = 1;  
typedef logic [ COMPLEX_ISSUE_WIDTH_BIT_SIZE-1:0 ] ComplexIssueLaneIndexPath;
typedef logic unsigned [ $clog2(COMPLEX_ISSUE_WIDTH):0 ] ComplexIssueLaneCountPath;
    localparam LOAD_ISSUE_WIDTH = 1;
    localparam STORE_ISSUE_WIDTH = 1;
    localparam MEM_ISSUE_WIDTH = 2;
    localparam STORE_ISSUE_LANE_BEGIN = LOAD_ISSUE_WIDTH;     
localparam MEM_ISSUE_WIDTH_BIT_SIZE = 1;  
typedef logic [ MEM_ISSUE_WIDTH_BIT_SIZE-1:0 ] MemIssueLaneIndexPath;
typedef logic unsigned [ $clog2(MEM_ISSUE_WIDTH):0 ] MemIssueLaneCountPath;
localparam ISSUE_WIDTH = INT_ISSUE_WIDTH + COMPLEX_ISSUE_WIDTH + MEM_ISSUE_WIDTH;
localparam ISSUE_WIDTH_BIT_SIZE = $clog2(ISSUE_WIDTH);  
typedef logic [ ISSUE_WIDTH_BIT_SIZE-1:0 ] IssueLaneIndexPath;
typedef logic unsigned [ ISSUE_WIDTH_BIT_SIZE:0 ] IssueLaneCountPath;
localparam COMMIT_WIDTH = 2;      
localparam COMMIT_WIDTH_BIT_SIZE = $clog2(COMMIT_WIDTH);  
typedef logic [ COMMIT_WIDTH_BIT_SIZE-1:0 ] CommitLaneIndexPath;
typedef logic unsigned [ COMMIT_WIDTH_BIT_SIZE:0 ] CommitLaneCountPath;
localparam COMPLEX_EXEC_STAGE_DEPTH = 3;
typedef struct packed  
{
    PRegNumPath phySrcRegNumA;
    PRegNumPath phySrcRegNumB;
} OpSrc;
typedef struct packed  
{
    logic writeReg;
    PRegNumPath phyDstRegNum;
} OpDst;
localparam PREG_DATA_WIDTH = DATA_WIDTH + 1;  
typedef struct packed 
{
    logic valid;
    DataPath data;
} PRegDataPath;
localparam PVEC_DATA_WIDTH = VEC_WIDTH + 1;  
typedef struct packed
{
    logic valid;
    VectorPath data;
} PVecDataPath;
localparam SHIFTER_WIDTH = 12;
localparam RISCV_SHIFTER_WIDTH = 30;
typedef logic [ RISCV_SHIFTER_WIDTH-1:0 ] ShifterPath;
localparam SHIFT_AMOUNT_BIT_SIZE = 5;
typedef logic [SHIFT_AMOUNT_BIT_SIZE-1:0] ShiftAmountPath;
endpackage
import BasicTypes::*;
module FlipFlop #( parameter FF_WIDTH = 32, parameter RESET_VALUE = 0 )
(
    output logic [FF_WIDTH-1:0] out,
    input  logic [FF_WIDTH-1:0] in,
    input  logic clk, 
    input  logic rst
);
    logic [FF_WIDTH-1:0] body;
    always_ff@( posedge clk )            
    begin
        if( rst == 1 )                   
            body <= RESET_VALUE;
        else
            body <= in;
    end
    assign out = body;
endmodule : FlipFlop
module FlipFlopWE #( parameter FF_WIDTH = 32, parameter RESET_VALUE = 0 )
(
    output logic [FF_WIDTH-1:0] out,
    input  logic [FF_WIDTH-1:0] in,
    input  logic we,  
    input  logic clk, 
    input  logic rst
);
    logic [FF_WIDTH-1:0] body;
    always_ff@( posedge clk )            
    begin
        if( rst == 1 )                   
            body <= RESET_VALUE;
        else if( we )                    
            body <= in;
        else
            body <= body;
    end
    assign out = body;
endmodule : FlipFlopWE
### run.sh
#!/bin/bash
# OpenROAD 26Q1-2900-gdf79404cd8, Yosys 0.63+post, stock flow scripts
make -C /OpenROAD-flow-scripts/flow DESIGN_CONFIG=/design/flow/config.mk WORK_HOME=/design/flow/orfs finish
==> flow_metrics.py <==
# Generated from Yosys and OpenROAD reports
metrics = {
    "grt": {
        "grt_pass1_vias": 1017,
        "met2_usage_pct": 6.92,
        "busiest_layer": "met2",
        "grt_pass1_wl_um": 5110,
        "use_met3_pct": 3.50,
        "grt_antenna_before_repair": 0,
        "use_met1_pct": 6.00,
        "track_usage_pct": 4.89,
        "grt_max_degree": 33,
        "gr-total-overflow": 0,
    },
    "floorplanning": {
        "io_pins": 67,
        "die_y_um": 111,
        "die_x_um": 111,
        "num_rows": 33,
        "fp_util_pct": 14.3,
        "dieArea_sq_um": 12300,
        "core_sq_um": 8130,
    },
    "synth": {
        "synth-xor-area-share_pct": 0,
        "ys_sh_aoi_pct": 0,
        "synth-async-reset-ratio_pct": 0,
        "yosysWarningCount": 1,
        "synth_area_leader_cell": "dfxtp_1",
        "fa_ha_area_share_pct": 0,
        "synth_stat.cells": 103,
        "yosysChipArea_sq_um": 1160,
        "ys_top_logic_family": "multiplexers",
        "topCellsByArea": "dfxtp_1 (55%), mux2i_1 (28%), nor2_1 (10%)",
        "syn-cell-area_sq_um": 1160,
        "synth_top_area_share_pct": 55.1,
        "ys_types": 6,
        "ys_dominant_reg_cell": "dfxtp_1",
        "top_cells_by_count": "dfxtp_1 (32), mux2i_1 (32), nor2_1 (32), buf_12 (3), clkbuf_1 (3)",
        "ys_seq_share_pct": 55.1,
        "mux_share_pct": 27.5,
        "synthCells": 103,
        "ys.flops": 32,
        "synth_simple_gate_area_share_pct": 10.3,
        "syn_avg_cell_area_sq_um": 11.3,
        "enable_flop_cells": 0,
    },
    "cts": {
        "clk_latency_ns": 0.27,
        "clockRootBuffer": "clkbuf_8",
        "clkTransAtPathRegs_ns": 0.07,
        "clkSinkCount": 32,
        "ctsHoldBuffers": 0,
        "cts_buffer_depth": 2,
        "cts_tree": "done",
        "cts_htree_levels": 2,
        "cts_buffers": 5,
    },
    "setup_path": {
        "crit_family": "flip-flops",
        "worst_ep_arrival_time_ns": 0.70,
        "crit_fanout": 2,
        "required_ns": 0.80,
        "crit_buf_inv": 1,
        "cp_cell_sequence": "buf_2",
        "crit_path_max_incr_delay_ns": 0.32,
        "end_kind": "output pin",
        "startpoint_type": "flop",
        "path_class": "flop to output pin",
        "crit_slowest_cell": "dfxtp_2",
    },
    "placed_design": {
        "placed_area_sq_um": 1930,
        "place_ws_ns": -0.106,
        "gp_congestion": 0.731,
        "port_buffers": 66,
        "post-dp-hpwl_um": 2300,
    },
    "cells_and_area": {
        "syn_to_final_growth_pct": 64.0,
        "largest_reg_flops": 32,
        "top_register": "body",
        "final_layout_size_suffix_gt1_share_pct": 44.3,
        "finalInstanceArea_sq_um": 1910,
        "reg.largest.list": "body: 32 flops",
    },
    "flow_run": {
        "maxCapViolCount": 0,
        "tool_warnings": 25,
    },
    "detailed_routing": {
        "wirelength_um": 3090,
        "drc": 0,
        "ant_nets": 0,
        "vias_per_cell": 3.35,
        "antenna_cells": 0,
        "wl_per_cell_um": 11.1,
        "drtPass1Iterations": 3,
        "drt_iter0_drc": 14,
        "vias": 934,
    },
    "timing": {
        "period_used_pct": 90.5,
        "worst_slack_ns": 0.0951,
        "rsz0062_at_grt": "no",
        "worstMarginPinSlew_ns": 0.148,
        "fmax_mhz": 1110,
        "max-slew-margin-rel_pct": 89.9,
        "setup_viol": 0,
        "slew_violations": 0,
        "hold_violations": 0,
        "fin_worst_skew_ns": 0,
        "period_minus_slack_ns": 0.905,
    },
    "power_and_ir_drop": {
        "leakage_nw": 0.887,
        "power_density_nw_per_um2": 1470,
        "ir_worst_vdd_mv": 0.526,
    },
    "run_status": {
        "status": "complete, no violations",
    },
    "hold_path": {
        "hp-class": "input port to flop",
    },
}
==> placed cells by master, fill, tap and decap left out, drive strengths merged <==
master,instances
clkdlybuf4s50,33
mux2i,32
nor2,32
dfxtp,32
clkbuf,32
buf,11
clkinv,2
==> routing by layer <==
| layer | vias up | routed length [um] |
|---|---|---|
| met5 | - | 0 |
| met4 | 0 | 27 |
| met3 | 5 | 412 |
| met2 | 48 | 1240 |
| met1 | 405 | 1410 |
| li1 | 476 | - |
==> where the power goes <==
part	leakage [nW]	switching (mW)	internal (mW)
logic	0.560	0.125	0.259
clock network	0.0510	0.473	0.549
registers	0.275	0.0344	1.37
total	0.887	0.633	2.17
==> through the flow <==
step | hold WS [ns] | total power [mW] | utilization [%] | std cells | setup TNS [ns]
after global placement | 0.471 | 1.88 | 23.7 | 270 | -3.02
after detailed placement | 0.483 | 1.88 | 23.7 | 270 | -3.17
final | 0.406 | 2.81 | 23.5 | 279 | 0
after CTS | 0.402 | 2.92 | 25.0 | 278 | 0
after global routing | 0.414 | 2.99 | 23.5 | 279 | 0
after floorplan | 0.272 | 1.57 | - | 103 | 0
==> worst reg2reg max path, cell delays in order (launching register included) <==
cell and delay (ns):
dfxtp_2 0.32, buf_4 0.12, mux2i_1 0.12, nor2_1 0.05
==> area by class of cell <==
| cell class | instances | area (sq um) |
|---|---|---|
| fillers | 879 | 6230 |
| flip-flops and latches | 32 | 681 |
| repair buffers | 70 | 563 |
| multi-input cells | 64 | 440 |
| well taps | 105 | 131 |
| clock buffers | 6 | 82.6 |
| clock inverters | 2 | 10.0 |
==> cell families (layout without fill, tap and decap cells) <==
group         count (synthesis)  after routing
buf+inv                       7             78
mux                          32             32
simple gates                 32             32
flops                        32             32
==> final timing paths <==
kind	startpoint	to	slack, ns	cells after the start
max	body[12]$_SDFFE_PP0P_	out[12]	0.1	1
min reg2reg	body[31]$_SDFFE_PP0P_	body[31]$_SDFFE_PP0P_	0.48	2
min	we	body[16]$_SDFFE_PP0P_	0.41	4
max reg2reg	body[6]$_SDFFE_PP0P_	body[6]$_SDFFE_PP0P_	0.29	3
==> timing repair <==
item | CTS | global route
endpoints found under the setup margin | 32 | 26
gates cloned | 0 | 0
gates resized | 103 | 26
buffers inserted | 0 | 1
Power and IR drop assume default switching activity.
